**/design/flow/run.sh**
```bash
#!/bin/bash
# OpenROAD 26Q1-2900-gdf79404cd8, Yosys 0.63+post, stock flow scripts
make -C /OpenROAD-flow-scripts/flow DESIGN_CONFIG=/design/flow/config.mk WORK_HOME=/design/flow/orfs finish
```
**/design/flow/config.mk**
```make
export PLATFORM = sky130hd
export DESIGN_NAME = PMRAMIF
export DESIGN_NICKNAME = PMRAMIF
export VERILOG_FILES = /design/flow/design.v
export SDC_FILE = /design/flow/constraint.sdc
export NUM_CORES = 4
export LEC_CHECK = 1
export CORE_UTILIZATION = 30
```
**/design/flow/constraint.sdc**
```tcl
current_design PMRAMIF

set clk_period 14.3
set clk_io_pct 0.2

create_clock -name clk0 -period $clk_period [get_ports {clk}]

set non_clock_inputs [all_inputs -no_clocks]
set_input_delay [expr $clk_period * $clk_io_pct] -clock clk0 $non_clock_inputs
set_output_delay [expr $clk_period * $clk_io_pct] -clock clk0 [all_outputs]
```
**/design/flow/design.v**
```verilog
module PMRAMIF
#(
    parameter DATA_WIDTH        = 32,
    parameter ADDR_WIDTH        = 20,
    parameter CLK_FREQUENCY     = 200_000_000,
    parameter OP_CYCLE_NS       = 35
)(
    input                          clk,
    input                          rst,
    input       [DATA_WIDTH-1 : 0] data_wr,
    input       [ADDR_WIDTH-1 : 0] addr_wr,
    input                          wr_en,
    output reg                     wr_done,
    output reg                     wr_busy,
    output reg  [DATA_WIDTH-1 : 0] data_rd,
    input       [ADDR_WIDTH-1 : 0] addr_rd,
    input                          rd_en,
    output reg                     rd_done,
    output reg                     rd_busy,
    inout       [DATA_WIDTH-1 : 0] mram_data,
    output reg  [ADDR_WIDTH-1 : 0] mram_addr,
    output reg                     mram_ng,
    output reg                     mram_nw,
    output reg                     mram_nce
);
function integer clog2;
input integer value;
    begin
        value = value-1;
        for ( clog2 = 0; value > 0; clog2 = clog2+1 ) begin
            value = value >> 1;
        end
    end
endfunction
localparam CLK_PERIOD_NS         = 1_000_000_000 / CLK_FREQUENCY;
localparam OP_CLK_CYCLES         = (OP_CYCLE_NS + CLK_PERIOD_NS - 1) / CLK_PERIOD_NS;
localparam OP_COUNTER_WIDTH      = clog2(OP_CLK_CYCLES + 1);
wire op_done;
wire begin_op;
reg [DATA_WIDTH-1 : 0]       data_wr_reg;
reg [ADDR_WIDTH-1 : 0]       addr_wr_reg;
reg [ADDR_WIDTH-1 : 0]       addr_rd_reg;
reg [OP_COUNTER_WIDTH-1 : 0] op_counter    = 0;
reg                          op_counter_en = 1'b0;
assign mram_data = mram_nw ? { DATA_WIDTH {1'bz} } : data_wr_reg;
assign op_done   = (op_counter == OP_CLK_CYCLES);
assign begin_op  = (op_counter == 0);
    always @( posedge clk ) begin
        if ( op_counter_en ) begin
            if ( op_counter < OP_CLK_CYCLES ) begin
                op_counter <= op_counter + 1'b1;
            end else begin
                op_counter <= 0;
            end
        end else begin
            op_counter <= 0;
        end
    end
    always @( posedge clk ) begin
        case (STATE)
         IDLE :         begin
                            mram_nce      <= 1'b1;
                            mram_nw       <= 1'b1;
                            mram_ng       <= 1'b1;
                        end
        MRAM_WRITE :    begin
                            if ( begin_op ) begin
                                mram_addr <= addr_wr_reg;
                                mram_nce  <= 1'b0;
                                mram_ng   <= 1'b1;
                                mram_nw   <= 1'b0;                    
                            end else begin
                                if ( op_done ) begin
                                    mram_ng <= 1'b1;
                                    mram_nw <= 1'b1;
                                end
                            end
                        end
        MRAM_READ :     begin
                            if ( begin_op ) begin
                                mram_addr <= addr_rd_reg;
                                mram_nce  <= 1'b0;
                                mram_ng   <= 1'b0;
                                mram_nw   <= 1'b1;                    
                            end else begin
                                if ( op_done ) begin
                                    mram_nce  <= 1'b1;
                                    mram_ng   <= 1'b1;
                                end
                            end
                        end
        default:        begin
                            mram_nce <= 1'b1;
                            mram_nw <= 1'b1;
                            mram_ng <= 1'b1;
                        end
        endcase
    end
    localparam IDLE = 0;
    localparam MRAM_WRITE = 1;
    localparam MRAM_READ  = 2;
    reg [1:0] STATE;
    always @( posedge clk ) begin
        if ( rst ) begin
            STATE <= IDLE;
        end else begin
            case (STATE)
                IDLE :          begin
                                    if ( wr_en ) begin
                                        data_wr_reg   <= data_wr;
                                        addr_wr_reg   <= addr_wr;                                    
                                        wr_busy       <= 1'b1;
                                        op_counter_en <= 1'b1;
                                        STATE         <= MRAM_WRITE;                                    
                                    end else begin
                                        if ( rd_en ) begin              
                                            addr_rd_reg   <= addr_rd;                                        
                                            rd_busy       <= 1'b1;
                                            op_counter_en <= 1'b1;
                                            STATE         <= MRAM_READ;                                                                                
                                        end else begin
                                            wr_done       <= 1'b0;
                                            rd_done       <= 1'b0;
                                            op_counter_en <= 1'b0;
                                            wr_busy       <= 1'b0;
                                            rd_busy       <= 1'b0;
                                            data_wr_reg   <= 0;
                                            addr_wr_reg    <= 0;
                                            addr_rd_reg   <= 0;
                                        end
                                    end
                                end
                MRAM_WRITE:     begin
                                    if ( op_done ) begin                                    
                                        wr_done       <= 1'b1;
                                        wr_busy       <= 1'b0;
                                        op_counter_en <= 1'b0;
                                        if ( rd_en ) begin
                                            addr_rd_reg   <= addr_rd;                                        
                                            rd_busy       <= 1'b1;
                                            op_counter_en <= 1'b1;
                                            STATE         <= MRAM_READ;
                                        end else begin
                                            STATE <= IDLE;
                                        end
                                    end
                                    rd_done <= 1'b0;
                                end
                MRAM_READ:      begin
                                    if ( op_done ) begin
                                        rd_done       <= 1'b1;
                                        rd_busy       <= 1'b0;
                                        data_rd       <= mram_data;
                                        op_counter_en <= 1'b0;
                                        if ( wr_en ) begin
                                            data_wr_reg   <= data_wr;
                                            addr_wr_reg   <= addr_wr;                                        
                                            wr_busy       <= 1'b1;
                                            op_counter_en <= 1'b1;
                                            STATE         <= MRAM_WRITE;
                                        end else begin
                                            STATE <= IDLE;
                                        end
                                    end
                                    wr_done <= 1'b0;
                                end
                default:        begin                                
                                    STATE <= IDLE;
                                end
            endcase
        end
    end
endmodule
```
==> summary.txt <==
run metrics: post-detail-place hpwl=6770 um, setup TNS=0 ns, CP Capture Type=flip-flop, GPL Wtd Cong=0.829, Cell Area, Synth=5270 um^2, Resized cells post-CTS=0, DRC=0, Routed WL=10100 um, RSZ-0062 raised after global routing=no, Hold Path Depth=0, CP Launch Point=wr_en, Setup Viol. Count Final=0, post-synthesis cell type count=32, number of setup buffers added after CTS=0, num rows=48, maximum number of pins on one net before global-route repair=53, DRT Pass-1 Iters=6, Worst Path Buf+Inv=2, WL/cell=14.7 um, slew margin rel.=53.4%, reg-to-reg endpoint=addr_wr_reg[17]$_DFFE_PP_, YS warnings=2, Initial Util=30.6%, Clock power frac=42.6%, initial antenna violation count=0, internal power=768 uW, share of cells above drive strength 1=14.4%, CTS HTree Levels=4, tool warnings=91, hold path start=mram_data[9]$_DFFE_PP_, number of synthesized register bits=138, CTS root buffer=clkbuf_16, worst-path cell chain=clkdlybuf4s50_1 > a2bb2oi_1 > nor2_4 > buf_4, FF-to-FF path depth=6, cell taking the most area after synthesis=edfxtp_1, r2r setup slk=12.12 ns, crit path launch type=input port, Top area cell types=edfxtp_1 (75%), nor2b_1 (8.8%), mux2_2 (4.5%), die area=18100 um^2, MaxCap Viol Count=0, I/O Buffers=134, ys async rst share=0%, hold-fix buffer count after cts=0, clock tree buffer depth=2, Total Routing Usage GR=11.7%, via count=3008, Final Power=964 uW, fmax=223 MHz, Max stage delay cell, worst path=clkdlybuf4s50_1, Pins Over Slew Limit=0, YS chip area=5270 um^2, Worst Skew=0.00806 ns, wire length of the first global-routing pass=15200 um, status=finished clean, CTS tree=done, Cells after Synth=308, CP max FO=52, combinational share of power=7.8%, 1st-iter DRT viols=108, RR Startpoint=op_counter[0]$_SDFF_PN0_, data required time of the worst path=14.34 ns, Top cell area share=74.6%, crit path time final=4.49 ns, vias in the first global route=3013, top cells by count, synth=edfxtp_1 (131), nor2b_1 (74), mux2_2 (21), leakage=0.00255 uW, crit path DAT=4.52 ns, # IOs=167, P per Cell Area=130 nW/um^2, # fillers=1486, gr ovfl total=0, max incr delay on CP=0.78 ns, Die Wd=135 um, number of enable flip-flop cells=131, top-count cell post-synth=edfxtp_1, switching pwr=197 uW, worst slew pin tran=0.698 ns, Sw Share=20.4%, crit path kind=in -> reg, register area share after synthesis=77.3%, clk latency of the worst-skew pair=0.41 ns, Hold Path End=data_rd[9]$_DFFE_PP_, main flop type=edfxtp_1, P&R area growth vs syn=41.3%, Peak VDD IR=0.0000752 V, # diodes=0, vertical die size=135 um, Hold WC Path Type=reg -> reg, Final Hold Viols=0, Mean Syn Cell Area=17.1 um^2, Seq pwr share=49.5%, antenna-violating nets left=0, crit share post-route=31.4%, CTS clk-pin slew, worst paths=0.05 ns, CTS Buf Count=17, CORE AREA=17200 um^2, delay-heaviest family, CP=buffers and inverters, clk sinks=138, ys cells=308, vias per std cell=4.35
## power by group through the flow
stage | clock [uW] | sequential [uW] | combinational [uW]
final | 411 | 478 | 75.6
after CTS | 422 | 478 | 77.1
after global routing | 437 | 480 | 83.4
## metrics by stage
step	worst slack (ns)	cells	utilization, %	hold WS, ns	cell area (um^2)
final	9.81	691	43.2	0.438	7450
after global routing	9.73	691	43.2	0.442	7450
after CTS	9.83	691	43.2	0.441	7450
after detailed placement	9.39	659	39.9	0.427	6890
after global placement	9.41	659	39.9	0.425	6890
after floorplan	8.37	308	-	0.400	5270
## worst max-delay path by stage
stage	to	cells past startpoint	slack, ns
after CTS	mram_data[19]$_DFFE_PP_	4	9.83
after global routing	addr_wr_reg[17]$_DFFE_PP_	4	9.73
final	addr_wr_reg[17]$_DFFE_PP_	4	9.81
## logic make-up after synthesis
family	share of synthesized area, %
compound gates	2.90
fa+ha+maj	0.949
buf+inv	2.30
flops	77.3
mux	4.68
simple gates	11.9
## layout make-up
cell class,instances,area [um^2],share of cell area [%]
flip-flops and latches,138,4080,54.7
clock buffers,19,433,5.81
inverters,6,22.5,0.302
well taps,225,282,3.78
repair buffers,141,1390,18.7
clock inverters,13,128,1.71
multi-input cells,149,1110,14.9
## layout by cell type (no fill, tap or decap), types with 2 or more instances in the layout
cell and instances:
nor2_4 2, clkbuf_1 2, bufinv_16 2, clkinv_1 2
edfxtp_1 131, and3_1 2, nor2_1 8, clkdlybuf4s50_1 134
dfxtp_1 6, o21ai_0 4, inv_1 5, nand3_1 2
a21oi_1 6, nor2b_1 74, nand2_1 4, ha_1 4
clkbuf_16 17, buf_4 7, clkinvlp_4 3, nand2b_1 4
mux2_2 21, clkinv_2 4, a21o_1 3
## routing by layer
| metal | GRT usage [%] | share of wire [%] | wire (um) | vias up |
|---|---|---|---|---|
| li1 | - | - | - | 1408 |
| met1 | 14.9 | 39 | 3930 | 1387 |
| met2 | 17.8 | 46 | 4670 | 199 |
| met3 | 7.16 | 13 | 1350 | 14 |
| met4 | 1.81 | 1.7 | 172 | 0 |
| met5 | 0 | 0 | 0 | - |
Power figures rest on the tool's default switching activity, not on a simulated workload.
