===== design/flow/design.v =====
module baud_rate
#(
	parameter FREQ_I = 50_000_000,
	parameter FREQ_O = 50_000,
	parameter END_COUNT = FREQ_I/(FREQ_O*2) - 1
)(	
	input rst_i,
	input clk_i,
	output baud_clk_o
);
reg baud_clk_o_reg = 1'b0;
reg [9:0] count = 10'd0;
assign baud_clk_o = baud_clk_o_reg;
always @(posedge clk_i) begin
	if (rst_i == 1) begin
		count 		<= 10'd0;
	end
	else if (count == END_COUNT) begin
		count 		<= 10'd0;
		baud_clk_o_reg 	<= ~baud_clk_o_reg;
 	end else begin
		count			<= count + 10'd1;
	end
end
endmodule	

===== design/flow/run.sh =====
#!/bin/bash
# OpenROAD 26Q1-2900-gdf79404cd8, Yosys 0.63+post, stock flow scripts
make -C /OpenROAD-flow-scripts/flow DESIGN_CONFIG=/design/flow/config.mk WORK_HOME=/design/flow/orfs finish

===== design/flow/config.mk =====
export PLATFORM = sky130hd
export DESIGN_NAME = baud_rate
export DESIGN_NICKNAME = baud_rate
export VERILOG_FILES = /design/flow/design.v
export SDC_FILE = /design/flow/constraint.sdc
export NUM_CORES = 4
export LEC_CHECK = 1
export CORE_AREA = 10 10 74 74
export DIE_AREA = 0 0 84 84

===== design/flow/constraint.sdc =====
current_design baud_rate

set clk_period 1.8
set clk_io_pct 0.2

create_clock -name clk0 -period $clk_period [get_ports {clk_i}]

set non_clock_inputs [all_inputs -no_clocks]
set_input_delay [expr $clk_period * $clk_io_pct] -clock clk0 $non_clock_inputs
set_output_delay [expr $clk_period * $clk_io_pct] -clock clk0 [all_outputs]

==> impl_metrics.csv <==
group,metric,value,unit
floorplan,chipArea,7060,µm²
clock_network,clock_latency,0.24,ns
yosys,edf_count,1,
placed_design,gp_congestion,0.782,
worst_hold_path,holdCritPathClass,"flop to flop",
placed_design,dp_slack,0.371,ns
final_layout,drive_above_1_share,0.203,
clock_network,cts_buffers,3,
sta,clock.fmax,716,MHz
clock_network,htreeDepth,1,
sta,setup_ws,0.403,ns
drt,drt_iter0_drc,38,
clock_network,clock-root-buffer,"clkbuf_8",
critical_path,cp-start-kind,"flop",
sta,skew,0.000982,ns
sta,period_used_share,0.776,
grt,grt_pass1_wl,1.56,mm
critical_path,max_stage_delay,0.46,ns
floorplan,die_w,84,µm
drt,vias,382,
critical_path,cp_slowest_cell,"clkdlybuf4s50_1",
sta,hold_viol,0,
placed_design,place_hpwl,636,µm
floorplan,core,3970,µm²
yosys,flop_cell,"dfxtp_1",
floorplan,io_pins,3,
final_layout,fin_area,659,µm²
yosys,synthArstFlopShare,0,
sta,relSlewSlack,0.778,
final_layout,largest_register_ffs,10,
yosys,yosys-stat-cells,54,
yosys,yosys_warnings,1,
critical_path,crit_chain,"clkdlybuf4s50_1",
sta,fin_crit,1.40,ns
yosys,syn_area,542,µm²
power,leakage,0.215,nW
placed_design,port_buffers,2,
critical_path,arrival,1.04,ns
job,tool_warnings,26,
clock_network,cts_resized,0,
critical_path,worstSetupPathType,"flop to output port",
sta,setup_viol,0,
sta,rsz0062_at_grt,"no",
clock_network,cts.clk_slew.worst_paths,0.05,ns
sta,fin_tns_setup,0,ns
yosys,yosys_area,542,µm²
sta,worst_pin_slew,0.333,ns
power,ir_worst_vdd,0.000161,V
sta,drv_slew,0,
yosys,syn_avg_cell_area,10.0,µm²
clock_network,post_cts_buffers,0,
floorplan,die-height,84,µm
drt,ant_nets,0,
yosys,synth_flops,11,
final_layout,area_growth,21.7,%
grt,grt_antenna_before_repair,0,
placed_design,placed_cell_area,613,µm²
critical_path,critical-path-top-delay-family,"buffers and inverters",
yosys,ys_seq_share,0.425,
drt,via_per_inst,3.50,
drt,drt-wirelength-per-cell,8.10,µm
job,max_cap_violations,0,
clock_network,cts.sinks,11,
outcome,status,"finished, final reports clean",
drt,drtPass1Iterations,2,
clock_network,cts_buffer_depth,2,
clock_network,cts_hold_buf,0,
grt,grt_pass1_vias,368,
floorplan,fp-utilization,0.136,
floorplan,placementRows,23,
yosys,postSynthCellCount,54,
clock_network,tritoncts,"done",
grt,grt_max_degree,8,
critical_path,worstPathRequired,1.44,ns
placed_design,dp_cells,105,
critical_path,reg2reg_slack,0.41,ns
final_layout,fillerInstances,430,
power,total_power,0.529,mW
critical_path,crit_buf_inv,1,
critical_path,crit_fanout,2,
drt,postRouteWirelength,883,µm
power,power.density,802,nW/µm²
drt,n_antenna_cell,0,
final_layout,stdcell_count,109,
grt,track_usage,0.0261,
grt,overflow,0,
yosys,synthDistinctLibCells,27,
drt,route.detailed.drc,0,
critical_path,critPathCaptureType,"output port",
==> cells by family after synthesis <==
family	synth area share
AND/OR/NAND/NOR	0.284
buffers and inverters	0.0485
flip-flops	0.425
AND-OR/OR-AND	0.115
adder cells (fa/ha/maj)	0.0462
XOR/XNOR	0.0808
==> power breakdown <==
part,total (mW),switching (mW),internal (mW)
clock,0.244,0.0923,0.152
sequential,0.262,0.00928,0.253
combinational,0.0223,0.0111,0.0111
total,0.529,0.113,0.416
==> routing by layer <==
metal	global-route usage	wire length, µm	up-vias
li1	-	-	194
met1	0.0323	431	179
met2	0.0348	359	7
met3	0.0207	82	2
met4	0.00457	10	0
met5	0	0	-
==> cells in the mapped netlist, types with 2 or more instances <==
library cell	instances	area [µm²]
dfxtp_1	10	200
nor2_1	8	30.0
inv_1	4	15.0
xor2_1	3	26.3
a21oi_1	2	10.0
ha_1	2	25.0
nand2b_1	2	12.5
nand3_1	2	10.0
nor3_1	2	10.0
xnor2_1	2	17.5
==> placed cells by master, fill, tap and decap left out, drive strengths merged, types with 3 or more instances in the layout <==
master	netlist	routed
inv	4	4
nand3	4	4
nor2	8	8
xor2	3	3
dfxtp	10	10
clkbuf	0	3
==> path summary, 6_finish.rpt <==
check,start,endpoint,cells past startpoint
setup / recovery,baud_clk_o_reg,baud_clk_o,1
hold / removal,count[7],count[7],2
setup reg to reg,count[2],baud_clk_o_reg,3
hold reg to reg,count[7],count[7],2
==> through the flow <==
step / hold slack [ns] / util
2_1_floorplan: 0.426 / -
3_3_place_gp: 0.456 / 0.154
3_5_place_dp: 0.465 / 0.154
4_1_cts: 0.474 / 0.166
5_1_grt: 0.494 / 0.166
6_report: 0.468 / 0.166
==> worst register-to-register path: stages, from the launching register on <==
cell and delay, ns:
dfxtp_1 0.40, nor4b_2 0.31, nand2_2 0.15, nor3_1 0.23
==> layout make-up <==
type | count | area [µm²] | area share
multi-input cells | 38 | 285 | 0.433
flip-flops and latches | 11 | 230 | 0.349
well taps | 50 | 62.6 | 0.0949
clock buffers | 3 | 41.3 | 0.0626
repair buffers | 2 | 20.0 | 0.0304
inverters | 4 | 15.0 | 0.0228
clock inverters | 1 | 5.00 | 0.00759
Power and IR drop assume default switching activity.
